**run.sh**
```bash
#!/bin/bash
# OpenROAD 26Q1-2900-gdf79404cd8, Yosys 0.63+post, stock flow scripts
make -C /OpenROAD-flow-scripts/flow DESIGN_CONFIG=/design/flow/config.mk WORK_HOME=/design/flow/orfs finish
```
**constraint.sdc**
```tcl
current_design nms5

set clk_period 1.2
set clk_io_pct 0.2

create_clock -name clk0 -period $clk_period [get_ports {clk}]

set non_clock_inputs [all_inputs -no_clocks]
set_input_delay [expr $clk_period * $clk_io_pct] -clock clk0 $non_clock_inputs
set_output_delay [expr $clk_period * $clk_io_pct] -clock clk0 [all_outputs]
```
**config.mk**
```make
export PLATFORM = sky130hd
export DESIGN_NAME = nms5
export DESIGN_NICKNAME = nms5
export VERILOG_FILES = /design/flow/design.v
export SDC_FILE = /design/flow/constraint.sdc
export NUM_CORES = 4
export LEC_CHECK = 1
export CORE_AREA = 10 10 522 522
export DIE_AREA = 0 0 532 532
```
**design.v**
```verilog
`timescale 1ns / 1ps
module max5 #(
    parameter DATA_WIDTH = 46
)(
    input wire clk,
    input wire rst_n,
    input wire [DATA_WIDTH*5-1:0] in_window_value,
    input wire in_window_valid,
    output reg out_max_value,
    output reg ifmiddle,
    output reg out_max_valid
    );
wire [DATA_WIDTH-1:0] value0, value1, value2, value3, value4;
assign value0 = in_window_value[DATA_WIDTH*0+DATA_WIDTH-1:DATA_WIDTH*0];
assign value1 = in_window_value[DATA_WIDTH*1+DATA_WIDTH-1:DATA_WIDTH*1];
assign value2 = in_window_value[DATA_WIDTH*2+DATA_WIDTH-1:DATA_WIDTH*2];
assign value3 = in_window_value[DATA_WIDTH*3+DATA_WIDTH-1:DATA_WIDTH*3];
assign value4 = in_window_value[DATA_WIDTH*4+DATA_WIDTH-1:DATA_WIDTH*4];
always @(posedge clk or negedge rst_n) begin
    if(~rst_n) begin
        out_max_valid <= 0;
        out_max_value <= 0;
        ifmiddle <= 0;
    end
    else begin
        if(in_window_valid) begin
            if(value0 >= value1 && value0 >= value2 && value0 >= value3 && value0 >= value4) begin
                out_max_value <= value0;
                ifmiddle <= 0;
                out_max_valid <= 1;
            end
            else if(value1 >= value0 && value1 >= value2 && value1 >= value3 && value1 >= value4) begin
                out_max_value <= value1;
                ifmiddle <= 0;
                out_max_valid <= 1;
            end
            else if(value2 >= value0 && value2 >= value1 && value2 >= value3 && value2 >= value4) begin
                out_max_value <= value2;
                ifmiddle <= 1;
                out_max_valid <= 1;
            end
            else if(value3 >= value0 && value3 >= value1 && value3 >= value2 && value3 >= value4) begin
                out_max_value <= value3;
                ifmiddle <= 0;
                out_max_valid <= 1;
            end
            else begin
                out_max_value <= value4;
                ifmiddle <= 0;
                out_max_valid <= 1;
            end
        end
        else begin
            out_max_valid <= 0;
            out_max_value <= 0;
            ifmiddle <= 0;
        end
    end
end
endmodule
`timescale 1ns / 1ps
module nms5 #(
    parameter DATA_WIDTH = 46
)(
    input wire clk,
    input wire rst_n,
    input wire [DATA_WIDTH*5*5-1:0] in_window_value,
    input wire in_window_valid,
    input wire [15:0] in_window_addr,
    input wire ready_for_new_feature,        
    input wire threshold,
    output reg out_isfeature,
    output reg [15:0] out_feature_addr,
    output reg out_feature_valid,
    output wire window_req                   
    );
assign window_req = ready_for_new_feature;
wire [DATA_WIDTH-1:0] out_max_value_0, out_max_value_1, out_max_value_2, out_max_value_3, out_max_value_4;
wire ifmiddle_0, ifmiddle_1, ifmiddle_2, ifmiddle_3, ifmiddle_4, out_max_valid_0, out_max_valid_1, out_max_valid_2, out_max_valid_3, out_max_valid_4;
max5 #(
    .DATA_WIDTH(DATA_WIDTH)
) max5_inst_0 (
    .clk(clk),
    .rst_n(rst_n),
    .in_window_value(in_window_value[DATA_WIDTH*5*0+DATA_WIDTH*5-1:DATA_WIDTH*5*0]),
    .in_window_valid(in_window_valid),
    .out_max_value(out_max_value_0),
    .ifmiddle(ifmiddle_0),
    .out_max_valid(out_max_valid_0)
    );
max5 #(
    .DATA_WIDTH(DATA_WIDTH)
) max5_inst_1 (
    .clk(clk),
    .rst_n(rst_n),
    .in_window_value(in_window_value[DATA_WIDTH*5*1+DATA_WIDTH*5-1:DATA_WIDTH*5*1]),
    .in_window_valid(in_window_valid),
    .out_max_value(out_max_value_1),
    .ifmiddle(ifmiddle_1),
    .out_max_valid(out_max_valid_1)
    );
max5 #(
    .DATA_WIDTH(DATA_WIDTH)
) max5_inst_2 (
    .clk(clk),
    .rst_n(rst_n),
    .in_window_value(in_window_value[DATA_WIDTH*5*2+DATA_WIDTH*5-1:DATA_WIDTH*5*2]),
    .in_window_valid(in_window_valid),
    .out_max_value(out_max_value_2),
    .ifmiddle(ifmiddle_2),
    .out_max_valid(out_max_valid_2)
    );
max5 #(
    .DATA_WIDTH(DATA_WIDTH)
) max5_inst_3 (
    .clk(clk),
    .rst_n(rst_n),
    .in_window_value(in_window_value[DATA_WIDTH*5*3+DATA_WIDTH*5-1:DATA_WIDTH*5*3]),
    .in_window_valid(in_window_valid),
    .out_max_value(out_max_value_3),
    .ifmiddle(ifmiddle_3),
    .out_max_valid(out_max_valid_3)
    );
max5 #(
    .DATA_WIDTH(DATA_WIDTH)
) max5_inst_4 (
    .clk(clk),
    .rst_n(rst_n),
    .in_window_value(in_window_value[DATA_WIDTH*5*4+DATA_WIDTH*5-1:DATA_WIDTH*5*4]),
    .in_window_valid(in_window_valid),
    .out_max_value(out_max_value_4),
    .ifmiddle(ifmiddle_4),
    .out_max_valid(out_max_valid_4)
    );
always @(posedge clk or negedge rst_n) begin
    if(~rst_n) begin
        out_isfeature <= 0;
        out_feature_addr <= 0;
        out_feature_valid <= 0;
    end
    else begin
        if(out_max_valid_0 == 1 && out_max_valid_1 == 1 && out_max_valid_2 == 1 && out_max_valid_3 == 1 && out_max_valid_4 == 1) begin
            out_feature_addr <= in_window_addr;
            if(ifmiddle_2 == 0) begin
                out_isfeature <= 0;
                out_feature_valid <= 1;
            end
            else begin
                if(out_max_value_2 < threshold) begin
                    out_isfeature <= 0;
                    out_feature_valid <= 1;
                end
                else begin
                    if(out_max_value_2 >= out_max_value_0 && out_max_value_2 >= out_max_value_1 && out_max_value_2 >= out_max_value_3 && out_max_value_2 >= out_max_value_4) begin
                        out_isfeature <= 1;
                        out_feature_valid <= 1;
                    end
                    else begin
                        out_isfeature <= 0;
                        out_feature_valid <= 1;
                    end
                end
            end
        end
        else begin
            out_isfeature <= 0;
            out_feature_addr <= 0;
            out_feature_valid <= 0;
        end
    end
end
endmodule
```
==> summary.txt <==
Outcome: finished with violations
Violated checks: setup timing
Register share after synthesis: 0.0116
Final Hold Viols: 0
Number of global-route vias before repair: 67000
Grt met2 use: 0.376
Worst path required time: 1.46 ns
Peak supply drop: 0.486 mV
Area growth syn-to-layout: 78.4%
Reg-to-Reg End: out_isfeature$_DFF_PN0_
TNS Setup: -9.47 ns
Mapped cell area: 54100 um2
Leakage: 50.2 nW
Pwr Total: 37.7 mW
I/O pin cnt: 1190
WL final: 334000 um
Yosys top cell by area: ha_1
CTS clk-pin slew, worst paths: 0.13 ns
Crit share post-route: 2.50
Final Instance Count excl. Fillers: 14100
Count of tool warnings: 28
Worst slack on hold paths: 0.269 ns
CP Class: in -> reg
Met1 Track Usage GR: 0.287
CP most frequent cell: buf_6
Die ar.: 283000 um2
GRT overflow: 0
GRT Util Overall: 0.227
First drt pass iteration count: 6
Final Skew: 0.0115 ns
Max FO, Critical Path: 2
Fp util: 0.208
Port Buffers: 1187
Die y size: 532 um
Commonest flop: dfrtp_1
Filler instances: 26200
Vias per inst: 4.83
Post-route DRC: 0
Chip Area, Yosys: 54100 um2
Die Wd: 532 um
Ratio of cells with drive above 1 in the final layout: 0.378
Syn Inst Count: 6975
Routing usage on met3: 0.0433
Setup crit start: in_window_value[433]
Post-DRT Antenna Nets: 0
Busiest grt layer: met2
Crit. End Element: flop
Synthesis Warnings: 7
Crit path capture: max5_inst_1.out_max_value$_DFF_PN0_
Final Worst Setup Slack: -1.80 ns
Clk root buf: clkbuf_16
Slowest CP cell: a2111oi_4
Worst r2r path cells: 4
PD cells: 390 nW/um2
Core Area: 260000 um2
Worst-margin pin slew: 0.636 ns
Reg2reg start: max5_inst_0.out_max_value$_DFF_PN0_
CTS Buffer Depth: 2
Number of cells in the yosys synthesis report: 6975
Synthesized registers: 25
Worst hold path class: in -> async
Area contributors post-synth: ha_1 (53%), inv_1 (7.3%), a21oi_1 (6.9%)
Final Max Slew Viols: 0
Post-synth EDFFs: 0
Crit path cell chain: dlygate4sd2_1, inv_2, buf_6, buf_4, ha_1, a21oi_2, o21ai_1, a22o_1, a2111oi_4, o21ai_2, buf_6, a211oi_4, nor4_4, a32oi_1, o211ai_1, a21oi_1
Final setup viols: 7
Gpl congestion: 1.07
DRT iter0 DRCs: 3984
Placed cell count: 13800
Fmax: 334 MHz
Unique cell types: 79
Commonest cells post-synth: ha_1 (2300), inv_1 (1056), a21oi_1 (749), nand4_1 (438), nand2_1 (398)
Wire per inst: 23.6 um
First-pass GRT wire length: 469000 um
Final Util: 0.371
DP HPWL: 305000 um
CTS Buf Count: 3
Largest net degree at the start of global routing: 19
Max capacitance violation total: 0
Sink Count: 25
Post-synth top area share: 0.532
Tmin final: 3.00 ns
Mean Syn Cell Area: 7.76 um2
Critical Path AT: 3.26 ns
Initial antenna violation count: 170
CTS tree: yes
FF-to-FF setup slack: 0.13 ns
Async SR Flop Fraction: 1.00
H-tree Lvls: 1
Critical path's largest stage delay: 0.46 ns
Clk latency of the worst-skew pair: 0.33 ns
Rel. slew slack: 0.574
Via count: 68300
Top-count cell post-synth: ha_1
Cell Rows: 187
Startpoint types: primary input
RSZ-0062 raised after global routing: yes
placed cells by master (no fill, tap or decap), types with 145 or more instances in the layout:
cell and count:
clkdlybuf4s50_1 282, ha_4 357, inv_2 283, ha_1 1939
dlygate4sd2_1 329, buf_6 191, buf_4 2160, nor2_1 218
nand3_1 145, nand4_1 438, dlymetal6s2s_1 173, nand2_1 365
a21o_1 309, inv_1 727, o21ai_0 214, a21oi_1 638
final cells by class:
| cell class | instances | area [um2] | area share |
|---|---|---|---|
| timing repair buffer | 3525 | 29400 | 0.305 |
| multi-input combinational | 5891 | 57600 | 0.597 |
| antenna | 126 | 315 | 0.00327 |
| clock buffer | 3 | 75.1 | 0.000778 |
| sequential | 25 | 627 | 0.00649 |
| clock inverter | 1 | 8.76 | 0.0000907 |
| inverter | 1057 | 4150 | 0.0429 |
| tap | 3496 | 4370 | 0.0453 |
critical path, delay by kind of cell:
family	cells	cell delay [ns]
AND/OR/NAND/NOR	1	0.09
buffers and inverters	5	0.68
adder cells (fa/ha/maj)	1	0.30
AND-OR/OR-AND	9	1.93
report_power, final:
part	switching, mW	internal [mW]	total (mW)	leakage (nW)
Combinational	17.9	17.6	35.6	49.9
Clock	0.696	0.476	1.17	0.0423
Sequential	0.0475	0.893	0.941	0.321
state kept, by name (all words and copies together) (netlist names):
register,count
max5_inst_4.out_max_valid,1
max5_inst_2.out_max_value,1
max5_inst_1.out_max_value,1
out_feature_valid,1
max5_inst_4.out_max_value,1
out_isfeature,1
max5_inst_2.ifmiddle,1
out_feature_addr,16
max5_inst_3.out_max_value,1
max5_inst_0.out_max_value,1
how the worst min path moves through the flow:
stage / startpoint / end / slack (ns) / cells after the start
6_report: rst_n / out_feature_addr[8]$_DFF_PN0_ / 0.27 / 2
5_1_grt: rst_n / out_feature_addr[8]$_DFF_PN0_ / 0.24 / 2
4_1_cts: rst_n / out_feature_addr[8]$_DFF_PN0_ / 0.25 / 2
layer usage:
layer	up-vias	part of all wire
li1	33700	-
met5	-	0.0011
met2	2329	0.46
met1	31600	0.42
met4	60	0.053
met3	574	0.068
cells by family (layout without fill, tap and decap cells):
| group | after synthesis | after routing | share of synthesized area |
|---|---|---|---|
| compound gates | 1919 | 1919 | 0.221 |
| fa+ha+maj | 2300 | 2300 | 0.532 |
| buf+inv | 1059 | 4586 | 0.0735 |
| flops | 25 | 25 | 0.0116 |
| mux | 5 | 5 | 0.00102 |
| other cells | 0 | 126 | 0 |
| simple gates | 1667 | 1667 | 0.161 |
metrics by stage:
step | setup slack [ns] | area, um2
global route | -1.93 | 96500
detailed placement | -4.41 | 87800
finish | -1.80 | 96600
floorplan | -1.50 | 54800
CTS | -1.86 | 92800
global placement | -4.50 | 87800
repair_timing:
action	in CTS	in global routing
hold buffers	1	0
endpoints found under the hold margin	18	0
gates resized	2340	1164
cloned	0	0
setup endpoints to repair	17	7
pin swaps	504	411
buffers inserted	124	69
Power and IR drop assume default switching activity.
