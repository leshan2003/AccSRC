==> /design/flow/design.v <==
`timescale 1ns / 1ps
module gauss1d7 #(
    parameter DATA_WIDTH = 14
)(
    input wire clk,
    input wire rst_n,
    input wire in_window_valid,
    input wire [DATA_WIDTH*7-1:0] in_window_value,
    output reg [6+DATA_WIDTH-1:0] out_event_value,
    output reg out_event_valid
    );
always @(posedge clk or negedge rst_n) begin
    if(~rst_n) begin
        out_event_value <= 0;
        out_event_valid <= 0;
    end
    else begin
        if(in_window_valid == 1) begin
            out_event_value <= in_window_value[DATA_WIDTH*0+DATA_WIDTH-1:DATA_WIDTH*0] + 8*in_window_value[DATA_WIDTH*1+DATA_WIDTH-1:DATA_WIDTH*1] + 14*in_window_value[DATA_WIDTH*2+DATA_WIDTH-1:DATA_WIDTH*2] + 18*in_window_value[DATA_WIDTH*3+DATA_WIDTH-1:DATA_WIDTH*3] + 14*in_window_value[DATA_WIDTH*4+DATA_WIDTH-1:DATA_WIDTH*4] + 8*in_window_value[DATA_WIDTH*5+DATA_WIDTH-1:DATA_WIDTH*5] + in_window_value[DATA_WIDTH*6+DATA_WIDTH-1:DATA_WIDTH*6];
            out_event_valid <= 1;
        end
        else begin
            out_event_value <= 0;
            out_event_valid <= 0;
        end
    end
end
endmodule
`timescale 1ns / 1ps
module gauss7 #(
    parameter DATA_WIDTH = 14
)(
    input wire clk,
    input wire rst_n,
    input wire [DATA_WIDTH*7*7-1:0] in_window_value,
    input wire in_window_valid,
    input wire [15:0] in_window_addr,
    input wire ready_for_new_event,      
    output reg [12+DATA_WIDTH-1:0] out_event_value,
    output reg out_event_valid,
    output reg [15:0] out_event_addr,
    output wire window_req               
    );
assign window_req = ready_for_new_event;
wire out_event_valid_0;
wire [DATA_WIDTH+6-1:0] out_event_value_0;
gauss1d7 #(
    .DATA_WIDTH(DATA_WIDTH)
) gauss1d7_inst_0 (
    .clk(clk),
    .rst_n(rst_n),
    .in_window_valid(in_window_valid),
    .in_window_value(in_window_value[DATA_WIDTH*7*1-1:DATA_WIDTH*7*0]),
    .out_event_value(out_event_value_0),
    .out_event_valid(out_event_valid_0)
    );
wire out_event_valid_1;
wire [DATA_WIDTH+6-1:0] out_event_value_1;
gauss1d7 #(
    .DATA_WIDTH(DATA_WIDTH)
) gauss1d7_inst_1 (
    .clk(clk),
    .rst_n(rst_n),
    .in_window_valid(in_window_valid),
    .in_window_value(in_window_value[DATA_WIDTH*7*2-1:DATA_WIDTH*7*1]),
    .out_event_value(out_event_value_1),
    .out_event_valid(out_event_valid_1)
    );
wire out_event_valid_2;
wire [DATA_WIDTH+6-1:0] out_event_value_2;
gauss1d7 #(
    .DATA_WIDTH(DATA_WIDTH)
) gauss1d7_inst_2 (
    .clk(clk),
    .rst_n(rst_n),
    .in_window_valid(in_window_valid),
    .in_window_value(in_window_value[DATA_WIDTH*7*3-1:DATA_WIDTH*7*2]),
    .out_event_value(out_event_value_2),
    .out_event_valid(out_event_valid_2)
    );
wire out_event_valid_3;
wire [DATA_WIDTH+6-1:0] out_event_value_3;
gauss1d7 #(
    .DATA_WIDTH(DATA_WIDTH)
) gauss1d7_inst_3 (
    .clk(clk),
    .rst_n(rst_n),
    .in_window_valid(in_window_valid),
    .in_window_value(in_window_value[DATA_WIDTH*7*4-1:DATA_WIDTH*7*3]),
    .out_event_value(out_event_value_3),
    .out_event_valid(out_event_valid_3)
    );
wire out_event_valid_4;
wire [DATA_WIDTH+6-1:0] out_event_value_4;
gauss1d7 #(
    .DATA_WIDTH(DATA_WIDTH)
) gauss1d7_inst_4 (
    .clk(clk),
    .rst_n(rst_n),
    .in_window_valid(in_window_valid),
    .in_window_value(in_window_value[DATA_WIDTH*7*5-1:DATA_WIDTH*7*4]),
    .out_event_value(out_event_value_4),
    .out_event_valid(out_event_valid_4)
    );
wire out_event_valid_5;
wire [DATA_WIDTH+6-1:0] out_event_value_5;
gauss1d7 #(
    .DATA_WIDTH(DATA_WIDTH)
) gauss1d7_inst_5 (
    .clk(clk),
    .rst_n(rst_n),
    .in_window_valid(in_window_valid),
    .in_window_value(in_window_value[DATA_WIDTH*7*6-1:DATA_WIDTH*7*5]),
    .out_event_value(out_event_value_5),
    .out_event_valid(out_event_valid_5)
    );
wire out_event_valid_6;
wire [DATA_WIDTH+6-1:0] out_event_value_6;
gauss1d7 #(
    .DATA_WIDTH(DATA_WIDTH)
) gauss1d7_inst_6 (
    .clk(clk),
    .rst_n(rst_n),
    .in_window_valid(in_window_valid),
    .in_window_value(in_window_value[DATA_WIDTH*7*7-1:DATA_WIDTH*7*6]),
    .out_event_value(out_event_value_6),
    .out_event_valid(out_event_valid_6)
    );
always @(posedge clk or negedge rst_n) begin
    if(~rst_n) begin
        out_event_value <= 0;
        out_event_valid <= 0;
        out_event_addr <= 0;
    end
    else begin
        if(out_event_valid_0 == 1 && out_event_valid_1 == 1 && out_event_valid_2 == 1 && out_event_valid_3 == 1 && out_event_valid_4 == 1 && out_event_valid_5 == 1 && out_event_valid_6 == 1) begin
            out_event_value <= out_event_value_0 + 8*out_event_value_1 + 14*out_event_value_2 + 18*out_event_value_3 + 14*out_event_value_4 + 8*out_event_value_5 + out_event_value_6;
            out_event_valid <= 1;
            out_event_addr <= in_window_addr;
        end
        else begin
            out_event_value <= 0;
            out_event_valid <= 0;
            out_event_addr <= 0;
        end
    end
end
endmodule
==> /design/flow/run.sh <==
#!/bin/bash
# OpenROAD 26Q1-2900-gdf79404cd8, Yosys 0.63+post, stock flow scripts
make -C /OpenROAD-flow-scripts/flow DESIGN_CONFIG=/design/flow/config.mk WORK_HOME=/design/flow/orfs finish
==> /design/flow/config.mk <==
export PLATFORM = sky130hd
export DESIGN_NAME = gauss7
export DESIGN_NICKNAME = gauss7
export VERILOG_FILES = /design/flow/design.v
export SDC_FILE = /design/flow/constraint.sdc
export NUM_CORES = 4
export LEC_CHECK = 1
export CORE_UTILIZATION = 30
==> /design/flow/constraint.sdc <==
current_design gauss7

set clk_period 12.3
set clk_io_pct 0.2

create_clock -name clk0 -period $clk_period [get_ports {clk}]

set non_clock_inputs [all_inputs -no_clocks]
set_input_delay [expr $clk_period * $clk_io_pct] -clock clk0 $non_clock_inputs
set_output_delay [expr $clk_period * $clk_io_pct] -clock clk0 [all_outputs]
==> flow_metrics.env <==
# flow metrics
export IMPL_flop_cell="dfrtp_1"
export IMPL_clk_insertion_delay_late_ps=500
export IMPL_min_period_over_period_pct=68.8
export IMPL_cts_tree="done"
export IMPL_hold_violations=0
export IMPL_yosysChipArea_um2=49000
export IMPL_worstSetupEndpointType="register"
export IMPL_yosysWarningCount=2
export IMPL_final_layout_size_suffix_gt1_share_pct=1.61
export IMPL_rsz0062_at_grt="no"
export IMPL_drt_iter0_drc=1631
export IMPL_wl_per_cell_um=17.4
export IMPL_dp_final_hpwl_um=129000
export IMPL_grt_use_total_pct=18.0
export IMPL_arrival_ps=8880
export IMPL_synth_avg_cell_area_um2=9.55
export IMPL_cts_resized=0
export IMPL_cts_root_buf="clkbuf_16"
export IMPL_top_area_cell="fa_1"
export IMPL_met2_usage_pct=31.0
export IMPL_fp_util_pct=30.4
export IMPL_num_fill_cells=16000
export IMPL_logic_area_um2=41000
export IMPL_synth_cell_types=75
export IMPL_htree_levels=4
export IMPL_io_pins=750
export IMPL_tightest_slew_ps=777
export IMPL_gp_congestion=0.946
export IMPL_critPathRequiredTime_ps=12720
export IMPL_cts_max_path_buffers=2
export IMPL_dp_cells=8013
export IMPL_finalSetupViolCount=0
export IMPL_die_h_um=406
export IMPL_die_w_um=406
export IMPL_status="finished, final reports clean"
export IMPL_fmax_ghz=0.118
export IMPL_path_max_fanout=4
export IMPL_crit_path_cell_trace="clkdlybuf4s50_1 > fa_1 > ha_1 > fa_1 > a21o_1 > a21oi_1 > nor2b_1 > o31a_1 > o22a_1 > xnor2_1 > fa_1 > fa_1 > fa_1 > inv_1 > ha_1 > a21o_2 > a211o_2 > a31o_1 > a221o_1 > a21o_1 > a21oi_2 > mux2i_1"
export IMPL_placementRows=147
export IMPL_flop_area_um2=4600
export IMPL_cpMostUsedCell="fa_1"
export IMPL_mostFrequentLayoutCells="inv_1, fa_1, clkdlybuf4s50_1"
export IMPL_area_leaders="fa_1, ha_1, dfrtp_1, inv_1, xnor2_1"
export IMPL_placed_cell_area_um2=59100
export IMPL_min_path_type="reg2reg"
export IMPL_async_flop_share_pct=100
export IMPL_grt_start_max_net_pins=82
export IMPL_ys_cells=5128
export IMPL_stdcell_count=8054
export IMPL_grt_pass1_wl_um=216000
export IMPL_cts_buffers=17
export IMPL_ant_nets=0
export IMPL_numClockSinks=184
export IMPL_grt_busiest_layer="met2"
export IMPL_design_core_area_um2=161000
export IMPL_die_area_um2=165000
export IMPL_warnings=73
export IMPL_crit_path_top_delay_cell="clkdlybuf4s50_1"
export IMPL_drt_first_pass_iters=5
export IMPL_clk_pin_slew_ps=80
export IMPL_crit_type="in2reg"
export IMPL_syn_to_final_growth_pct=21.9
export IMPL_fin_skew_ps=13.6
export IMPL_cts_hold_buf=0
export IMPL_netlist_instances=5128
export IMPL_io_buffers=747
export IMPL_drt_wl_total_um=140000
export IMPL_fin_setup_tns_ps=0
export IMPL_lay_top_count="inv_1"
export IMPL_maxCapViolCount=0
export IMPL_grt_overflow_total=0
export IMPL_use_met1_pct=23.8
export IMPL_remaining_drc_errors=0
export IMPL_fin_crit_ps=8460
export IMPL_post_cts_buffers=0
export IMPL_vias=37500
export IMPL_yosysTopAreaCellShare_pct=32.5
export IMPL_drv_slew=0
export IMPL_final_cell_area_um2=59700
export IMPL_synth_seq_share_pct=9.41
export IMPL_grt_pass1_vias=38400
export IMPL_antenna_found_initial=25
export IMPL_synth_seq_cells=184
export IMPL_slew_headroom_pct=47.7
export IMPL_cp_slowest_stage_delay_ps=540
export IMPL_met3_usage_pct=4.17
export IMPL_synth_edff_count=0
export IMPL_synth_area_um2=49000
export IMPL_vias_per_cell=4.65
export IMPL_crit_path_start_kind="input pin"
[registers in the layout, indices dropped and copies added (netlist names)]
signal / cells
out_event_valid: 1
out_event_addr: 16
out_event_value: 26
gauss1d7_inst_2.out_event_value: 20
gauss1d7_inst_6.out_event_value: 20
gauss1d7_inst_4.out_event_value: 20
gauss1d7_inst_5.out_event_value: 20
gauss1d7_inst_3.out_event_value: 20
gauss1d7_inst_4.out_event_valid: 1
gauss1d7_inst_1.out_event_value: 20
gauss1d7_inst_0.out_event_value: 20
[cell families (layout without fill, tap and decap cells)]
kind of cell	Yosys count	after routing	synth area share [%]
adder cells (fa/ha/maj)	1515	1515	50.9
AND-OR/OR-AND	1119	1119	14.7
AND/OR/NAND/NOR	983	983	10.2
buffers and inverters	882	1639	6.77
XOR/XNOR	430	430	7.69
flip-flops	184	184	9.41
multiplexers	15	15	0.307
other	0	9	0
[final timing paths]
check / start / to / slack [ps] / cells past startpoint
max: in_window_value[518] / gauss1d7_inst_5.out_event_value[19] / 3840 / 22
min: gauss1d7_inst_6.out_event_value[0] / out_event_value[0] / 580 / 2
max reg2reg: gauss1d7_inst_2.out_event_value[0] / out_event_value[24] / 5250 / 23
min reg2reg: gauss1d7_inst_6.out_event_value[0] / out_event_value[0] / 580 / 2
max in group asynchronous: rst_n / gauss1d7_inst_2.out_event_value[19] / 9270 / 2
min in group asynchronous: rst_n / out_event_addr[10] / 1950 / 1
[layout make-up]
class | instances | area share [%]
inverters | 851 | 5.35
multi-input cells | 4062 | 68.7
clock inverters | 13 | 0.241
diodes | 9 | 0.0377
flip-flops and latches | 184 | 7.71
well taps | 2160 | 4.53
repair buffers | 756 | 12.7
clock buffers | 19 | 0.725
[synthesized netlist by cell type, drive strengths merged, types with 7 or more instances]
cell	n
a211o	18
a211oi	41
a21boi	23
a21o	125
a21oi	335
a31o	14
a31oi	45
a41oi	7
and2	137
and3	42
clkbuf	29
dfrtp	184
fa	795
ha	720
inv	851
mux2i	15
nand2	174
nand2b	68
nand3	69
nand3b	8
nand4	25
nor2	240
nor2b	60
nor3	74
nor3b	10
nor4	7
o2111ai	10
o211a	8
o211ai	30
o21a	78
o21ai	225
o21bai	50
o22ai	9
o311a	7
o31a	8
o31ai	20
o41ai	7
or2	25
or3	23
xnor2	234
xor2	196
[stage by stage]
stage,utilization [%],hold slack (ps),setup WS (ps)
after detailed placement,36.6,561,3290
after global placement,36.6,557,3320
after global routing,37.0,637,3430
after floorplan,-,352,4300
final,37.0,577,3840
after CTS,37.0,589,3830
[critical path: cells and delay by family]
family | cells | cell delay (ps)
AOI/OAI and AO/OA | 10 | 2370
xor gates and xnor gates | 1 | 250
adders and majority gates | 7 | 2940
buffers and inverters | 2 | 580
muxes | 1 | 190
and+or+nand+nor | 1 | 90
[layer usage]
layer | vias up | wire length, um
li1 | 18600 | -
met2 | 803 | 71400
met5 | - | 161
met4 | 26 | 2100
met1 | 17900 | 57900
met3 | 109 | 8700
