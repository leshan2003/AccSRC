[/design/flow/config.mk]
export PLATFORM = sky130hd
export DESIGN_NAME = gauss3
export DESIGN_NICKNAME = gauss3
export VERILOG_FILES = /design/flow/design.v
export SDC_FILE = /design/flow/constraint.sdc
export NUM_CORES = 4
export LEC_CHECK = 1
export CORE_UTILIZATION = 40
[/design/flow/constraint.sdc]
current_design gauss3

set clk_period 6.6
set clk_io_pct 0.2

create_clock -name clk0 -period $clk_period [get_ports {clk}]

set non_clock_inputs [all_inputs -no_clocks]
set_input_delay [expr $clk_period * $clk_io_pct] -clock clk0 $non_clock_inputs
set_output_delay [expr $clk_period * $clk_io_pct] -clock clk0 [all_outputs]
[/design/flow/design.v]
`timescale 1ns / 1ps
module gauss1d3 #(
    parameter DATA_WIDTH = 14
)(
    input wire clk,
    input wire rst_n,
    input wire in_window_valid,
    input wire [DATA_WIDTH*3-1:0] in_window_value,
    output reg [2+DATA_WIDTH-1:0] out_event_value,
    output reg out_event_valid
    );
always @(posedge clk or negedge rst_n) begin
    if(~rst_n) begin
        out_event_value <= 0;
        out_event_valid <= 0;
    end
    else begin
        if(in_window_valid == 1) begin
            out_event_value <= in_window_value[DATA_WIDTH*0+DATA_WIDTH-1:DATA_WIDTH*0] + 2*in_window_value[DATA_WIDTH*1+DATA_WIDTH-1:DATA_WIDTH*1] + 1*in_window_value[DATA_WIDTH*2+DATA_WIDTH-1:DATA_WIDTH*2];
            out_event_valid <= 1;
        end
        else begin
            out_event_value <= 0;
            out_event_valid <= 0;
        end
    end
end
endmodule
`timescale 1ns / 1ps
module gauss3 #(
    parameter DATA_WIDTH = 14
)(
    input wire clk,
    input wire rst_n,
    input wire [DATA_WIDTH*3*3-1:0] in_window_value,
    input wire in_window_valid,
    input wire [15:0] in_window_addr,
    input wire ready_for_new_event,      
    output reg [4+DATA_WIDTH-1:0] out_event_value,
    output reg out_event_valid,
    output reg [15:0] out_event_addr,
    output wire window_req               
    );
assign window_req = ready_for_new_event;
wire out_event_valid_0;
wire [DATA_WIDTH+2-1:0] out_event_value_0;
gauss1d3 #(
    .DATA_WIDTH(DATA_WIDTH)
) gauss1d3_inst_0 (
    .clk(clk),
    .rst_n(rst_n),
    .in_window_valid(in_window_valid),
    .in_window_value(in_window_value[DATA_WIDTH*3*1-1:DATA_WIDTH*3*0]),
    .out_event_value(out_event_value_0),
    .out_event_valid(out_event_valid_0)
    );
wire out_event_valid_1;
wire [DATA_WIDTH+2-1:0] out_event_value_1;
gauss1d3 #(
    .DATA_WIDTH(DATA_WIDTH)
) gauss1d3_inst_1 (
    .clk(clk),
    .rst_n(rst_n),
    .in_window_valid(in_window_valid),
    .in_window_value(in_window_value[DATA_WIDTH*3*2-1:DATA_WIDTH*3*1]),
    .out_event_value(out_event_value_1),
    .out_event_valid(out_event_valid_1)
    );
wire out_event_valid_2;
wire [DATA_WIDTH+2-1:0] out_event_value_2;
gauss1d3 #(
    .DATA_WIDTH(DATA_WIDTH)
) gauss1d3_inst_2 (
    .clk(clk),
    .rst_n(rst_n),
    .in_window_valid(in_window_valid),
    .in_window_value(in_window_value[DATA_WIDTH*3*3-1:DATA_WIDTH*3*2]),
    .out_event_value(out_event_value_2),
    .out_event_valid(out_event_valid_2)
    );
always @(posedge clk or negedge rst_n) begin
    if(~rst_n) begin
        out_event_value <= 0;
        out_event_valid <= 0;
        out_event_addr <= 0;
    end
    else begin
        if(out_event_valid_0 == 1 && out_event_valid_1 == 1 && out_event_valid_2 == 1) begin
            out_event_value <= out_event_value_0 + 2*out_event_value_1 + 1*out_event_value_2;
            out_event_valid <= 1;
            out_event_addr <= in_window_addr;
        end
        else begin
            out_event_value <= 0;
            out_event_valid <= 0;
            out_event_addr <= 0;
        end
    end
end
endmodule
[/design/flow/run.sh]
#!/bin/bash
# OpenROAD 26Q1-2900-gdf79404cd8, Yosys 0.63+post, stock flow scripts
make -C /OpenROAD-flow-scripts/flow DESIGN_CONFIG=/design/flow/config.mk WORK_HOME=/design/flow/orfs finish
==> results.tsv <==
metric	value	unit
clk_pin_slew	60	ps
power	2330	uW
synth-compound-area-share	0.160	
die_width	127	um
crit_top_cell	fa_1	
vias	4781	
cts_hold_buf	0	
yosysTopAreaCellShare	0.339	
grt_pass1_vias	4884	
grt_usage	0.187	
place.gp.congestion	0.860	
critical-path-max-stage-delay	490	ps
tritoncts	done	
yosys.area.top_type	dfrtp_1	
wl_per_cell	14.2	um
fill_cells	1235	
cp-end-kind	register	
cts_buffer_depth	2	
die_area	16000	um2
p_clk_frac	0.199	
root_buffer	clkbuf_16	
maxSlewViolCount	0	
p_leak	0.00381	uW
drive_above_1_share	0.0331	
drt_pre_antenna_iters	4	
num_antenna_cells	0	
dp.cells	928	
ys_warn_count	2	
antenna_left	0	
criticalPathCategory	input pin to register	
htree_levels	3	
tightest_slew	705	ps
yosysCellCount	568	
internal-power	1480	uW
route.detailed.drc	0	
hpwl	11000	um
cts_sinks	84	
synthTopLogicFamily	adder cells	
critPathRequiredTime	6840	ps
pwr-share-seq	0.294	
crit_slowest_cell	fa_1	
synth-edff-count	0	
grt_pass1_wl	22900	um
critPathTopFamily	AND-OR/OR-AND gates	
tool_warnings	25	
path_buffers	1	
fa_ha_area_frac	0.312	
tns	0	ps
vias_per_cell	5.07	
ys_sh_mux	0.0113	
overflow	0	
max_slew_margin	0.530	
cp-start-kind	input pin	
core_region_area	15100	um2
postCtsSetupBuffers	0	
max_freq	246	MHz
finalSetupViolCount	0	
synth-xor-area-share	0.0381	
ys_area	6200	um2
utilization	0.560	
fp-row-count	45	
synthTopCellsByCount	dfrtp_1, ha_1, fa_1	
top_cells_by_area	dfrtp_1, fa_1, ha_1, nor2_1, a21oi_1	
grt_start_max_net_pins	45	
synth_cell_types	50	
rsz0062_at_grt	no	
drt_iter0_drc	201	
switchingPower	852	uW
cp_max_fo	4	
ys.flop_type	dfrtp_1	
status	complete, no violations	
synth_cells	568	
chipHeight	127	um
ioPinCount	182	
synthArstFlopShare	1.00	
ys.flops	84	
clk_latency	350	ps
cts_resized	0	
power.density	275	nW/um2
netSwitchingFraction	0.366	
period_needed	4060	ps
simple_gate_share	0.124	
antenna_found_initial	0	
io_buffers	179	
min_path_type	register to register	
drt_wl_total	13400	um
fin_crit_sh	0.615	
fp_util	0.410	
hold_viol_final	0	
combinationalPowerShare	0.507	
yosysMostFrequentCell	dfrtp_1	
crit_path_cell_trace	clkdlybuf4s50_1 > fa_1 > ha_1 > fa_1 > a21oi_1 > nor2b_1 > a311o_1 > a21boi_0 > o21ai_1 > a41o_1	
syn_area	6200	um2
irDropWorstVdd	159	uV
stdcell_count	943	
cp.arrival	4290	ps
synth_area_per_cell	10.9	um2
syn_to_final_growth	36.8	%
skew	7.95	ps
cts_made_buffers	9	
cap_violations	0	
yosysSeqAreaShare	0.339	
-- registers in the layout, indices dropped and copies added (netlist names) --
signal / cells
gauss1d3_inst_1.out_event_value: 16
out_event_value: 18
gauss1d3_inst_2.out_event_value: 16
out_event_addr: 16
out_event_valid: 1
gauss1d3_inst_0.out_event_value: 16
gauss1d3_inst_0.out_event_valid: 1
-- worst register-to-register path, cell delays in order, from the launching register on --
cell	delay [ps]
dfrtp_1	400
fa_1	550
ha_1	220
inv_1	70
fa_1	370
nor2b_1	200
o31a_1	230
o211ai_1	160
a31oi_1	300
nand4_1	140
a21oi_1	150
-- cell type report --
cell class / instances / area [um2] / share of cell area
clock buffers: 9 / 225 / 0.0265
multi-input cells: 459 / 4010 / 0.472
well taps: 188 / 235 / 0.0277
inverters: 15 / 56.3 / 0.00664
flip-flops and latches: 84 / 2100 / 0.248
clock inverters: 6 / 50.0 / 0.00590
repair buffers: 182 / 1810 / 0.214
-- path summary, 6_finish.rpt --
path,start,endpoint,slack [ps],cells after the start
setup / recovery,in_window_value[43],gauss1d3_inst_1.out_event_value[15],2540,10
hold / removal,gauss1d3_inst_2.out_event_value[0],out_event_value[0],560,2
setup reg to reg,gauss1d3_inst_0.out_event_value[1],out_event_value[17],3740,10
hold reg to reg,gauss1d3_inst_2.out_event_value[0],out_event_value[0],560,2
max in group asynchronous,rst_n,gauss1d3_inst_2.out_event_value[10],4720,2
min in group asynchronous,rst_n,out_event_value[4],940,1
-- power groups by stage --
stage / Clock (uW) / Combinational [uW] / Sequential [uW]
finish: 463 / 1180 / 685
global route: 499 / 1340 / 700
CTS: 477 / 1190 / 692
-- routing by layer --
metal / vias to the layer above / routed length, um / GRT usage
li1: 2373 / - / -
met1: 2256 / 6230 / 0.288
met2: 145 / 6330 / 0.305
met3: 7 / 749 / 0.0292
met4: 0 / 108 / 0.0149
met5: - / 0 / 0
-- cell families (layout without fill, tap and decap cells) --
group / Yosys count / count (layout)
multiplexers: 7 / 7
buffers and inverters: 25 / 212
XOR/XNOR: 27 / 27
AND/OR/NAND/NOR: 156 / 156
adder cells (fa/ha/maj): 120 / 120
AND-OR/OR-AND: 149 / 149
flip-flops: 84 / 84
-- layout by cell type, fill, tap and decap left out, types with 5 or more instances in the layout --
master / n
a211oi_1: 14
a21o_1: 21
a21oi_1: 36
and2_1: 28
clkbuf_16: 9
clkdlybuf4s50_1: 178
dfrtp_1: 84
fa_1: 58
ha_1: 62
inv_1: 15
mux2i_1: 7
nand2_1: 26
nand2b_1: 10
nand3_1: 7
nor2_1: 51
nor2b_1: 7
nor3_1: 13
o21a_1: 12
o21ai_0: 29
o21bai_1: 5
xnor2_1: 15
xor2_1: 12
-- through the flow --
step | setup slack, ps | hold slack [ps] | area [um2]
global placement | 2240 | 547 | 8210
floorplan | 2920 | 481 | 6200
global route | 2380 | 594 | 8490
finish | 2540 | 563 | 8490
detailed placement | 2220 | 554 | 8210
CTS | 2580 | 569 | 8490
Power and IR drop assume default switching activity.
