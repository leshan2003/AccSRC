## ./run.sh

```bash
#!/bin/bash
# OpenROAD 26Q1-2900-gdf79404cd8, Yosys 0.63+post, stock flow scripts
make -C /OpenROAD-flow-scripts/flow DESIGN_CONFIG=/design/flow/config.mk WORK_HOME=/design/flow/orfs finish
```

## ./config.mk

```make
export PLATFORM = sky130hd
export DESIGN_NAME = gauss5
export DESIGN_NICKNAME = gauss5
export VERILOG_FILES = /design/flow/design.v
export SDC_FILE = /design/flow/constraint.sdc
export NUM_CORES = 4
export LEC_CHECK = 1
export CORE_UTILIZATION = 40
```

## ./constraint.sdc

```tcl
current_design gauss5

set clk_period 7.4
set clk_io_pct 0.2

create_clock -name clk0 -period $clk_period [get_ports {clk}]

set non_clock_inputs [all_inputs -no_clocks]
set_input_delay [expr $clk_period * $clk_io_pct] -clock clk0 $non_clock_inputs
set_output_delay [expr $clk_period * $clk_io_pct] -clock clk0 [all_outputs]
```

## ./design.v

```verilog
`timescale 1ns / 1ps
module gauss1d #(
    parameter DATA_WIDTH = 14
)(
    input wire clk,
    input wire rst_n,
    input wire in_window_valid,
    input wire [DATA_WIDTH*5-1:0] in_window_value,
    output reg [4+DATA_WIDTH-1:0] out_event_value,
    output reg out_event_valid
    );
always @(posedge clk or negedge rst_n) begin
    if(~rst_n) begin
        out_event_value <= 0;
        out_event_valid <= 0;
    end
    else begin
        if(in_window_valid == 1) begin
            out_event_value <= in_window_value[DATA_WIDTH*0+DATA_WIDTH-1:DATA_WIDTH*0] + 4*in_window_value[DATA_WIDTH*1+DATA_WIDTH-1:DATA_WIDTH*1] + 6*in_window_value[DATA_WIDTH*2+DATA_WIDTH-1:DATA_WIDTH*2] + 4*in_window_value[DATA_WIDTH*3+DATA_WIDTH-1:DATA_WIDTH*3] + in_window_value[DATA_WIDTH*4+DATA_WIDTH-1:DATA_WIDTH*4];
            out_event_valid <= 1;
        end
        else begin
            out_event_value <= 0;
            out_event_valid <= 0;
        end
    end
end
endmodule
`timescale 1ns / 1ps
module gauss5 #(
    parameter DATA_WIDTH = 14
)(
    input wire clk,
    input wire rst_n,
    input wire [DATA_WIDTH*5*5-1:0] in_window_value,
    input wire in_window_valid,
    input wire [15:0] in_window_addr,
    input wire ready_for_new_event,      
    output reg [8+DATA_WIDTH-1:0] out_event_value,
    output reg out_event_valid,
    output reg [15:0] out_event_addr,
    output wire window_req               
    );
assign window_req = ready_for_new_event;
wire out_event_valid_0;
wire [DATA_WIDTH+4-1:0] out_event_value_0;
gauss1d #(
    .DATA_WIDTH(DATA_WIDTH)
) gauss1d_inst_0 (
    .clk(clk),
    .rst_n(rst_n),
    .in_window_valid(in_window_valid),
    .in_window_value(in_window_value[DATA_WIDTH*5*1-1:DATA_WIDTH*5*0]),
    .out_event_value(out_event_value_0),
    .out_event_valid(out_event_valid_0)
    );
wire out_event_valid_1;
wire [DATA_WIDTH+4-1:0] out_event_value_1;
gauss1d #(
    .DATA_WIDTH(DATA_WIDTH)
) gauss1d_inst_1 (
    .clk(clk),
    .rst_n(rst_n),
    .in_window_valid(in_window_valid),
    .in_window_value(in_window_value[DATA_WIDTH*5*2-1:DATA_WIDTH*5*1]),
    .out_event_value(out_event_value_1),
    .out_event_valid(out_event_valid_1)
    );
wire out_event_valid_2;
wire [DATA_WIDTH+4-1:0] out_event_value_2;
gauss1d #(
    .DATA_WIDTH(DATA_WIDTH)
) gauss1d_inst_2 (
    .clk(clk),
    .rst_n(rst_n),
    .in_window_valid(in_window_valid),
    .in_window_value(in_window_value[DATA_WIDTH*5*3-1:DATA_WIDTH*5*2]),
    .out_event_value(out_event_value_2),
    .out_event_valid(out_event_valid_2)
    );
wire out_event_valid_3;
wire [DATA_WIDTH+4-1:0] out_event_value_3;
gauss1d #(
    .DATA_WIDTH(DATA_WIDTH)
) gauss1d_inst_3 (
    .clk(clk),
    .rst_n(rst_n),
    .in_window_valid(in_window_valid),
    .in_window_value(in_window_value[DATA_WIDTH*5*4-1:DATA_WIDTH*5*3]),
    .out_event_value(out_event_value_3),
    .out_event_valid(out_event_valid_3)
    );
wire out_event_valid_4;
wire [DATA_WIDTH+4-1:0] out_event_value_4;
gauss1d #(
    .DATA_WIDTH(DATA_WIDTH)
) gauss1d_inst_4 (
    .clk(clk),
    .rst_n(rst_n),
    .in_window_valid(in_window_valid),
    .in_window_value(in_window_value[DATA_WIDTH*5*5-1:DATA_WIDTH*5*4]),
    .out_event_value(out_event_value_4),
    .out_event_valid(out_event_valid_4)
    );
always @(posedge clk or negedge rst_n) begin
    if(~rst_n) begin
        out_event_value <= 0;
        out_event_valid <= 0;
        out_event_addr <= 0;
    end
    else begin
        if(out_event_valid_0 == 1 && out_event_valid_1 == 1 && out_event_valid_2 == 1 && out_event_valid_3 == 1 && out_event_valid_4 == 1) begin
            out_event_value <= out_event_value_0 + 4*out_event_value_1 + 6*out_event_value_2 + 4*out_event_value_3 + out_event_value_4;
            out_event_valid <= 1;
            out_event_addr <= in_window_addr;
        end
        else begin
            out_event_value <= 0;
            out_event_valid <= 0;
            out_event_addr <= 0;
        end
    end
end
endmodule
```

==> design notes <==
Among all stages on the critical path, the largest delay is contributed by sky130_fd_sc_hd__fa_1. The buffering stage count on the worst path with inverters included works out to 2. STA classifies the critical path endpoint as a flip-flop. The static power due to leakage is 10.9 nW. In this run the vertical extent of the chip is 218 um.

The most frequent cell on the critical path is sky130_fd_sc_hd__fa_1. The logs give 40.7 mm for the post-detailed-placement half-perimeter wirelength and 20.4% for the total global-route track usage. The overall die size recorded for this design is 47700 um2. The register bit total from synthesis came out at 130. Per STA, the highest per-stage delay on the worst path measures 0.53 ns. Sequential cells account for 9.3% of the total power.

The final layout contains routed wiring with a total length of 46.5 mm. The total area inside the core boundary comes to 45800 um2. With the first-pass GRT wire length at 74.5 mm, the share of post-route cells with drive strength above 1 is 2.52%. The final route contains 15111 vias. The power density over the cells came out at 517 nW/um2. The run gives 22.3% for the area share of the largest cell type after synthesis.

The run gives 0 as the count of endpoints failing setup in the final report. The insertion delay of the later-clocked pin in the worst-skew pair was 0.41 ns; the total of warnings raised by yosys was 2. In the synthesized netlist the async set-or-reset flop fraction comes to 100%. The synthesized netlist handed to floorplanning was reported with a cell count of 1954. In this run, CTS created clock tree buffers numbering 17. Per report_power, the combinational group accounts for 84.2% of the total. Routability-driven placement finished with a final weighted congestion of 0.915.

The summed negative setup slack over all endpoints is 0 ns. In this run, post-CTS hold repair placed 0 buffers. The run finished with clean final reports. The pin closest to its max-slew limit shows a slew of 0.861 ns. The commonest register cell is sky130_fd_sc_hd__dfrtp_1. In this run the number of H-tree levels came out at 4.

The tools report the worst clock skew as 0.0115 ns. For the worst setup path, the data required time is 7.67 ns. Yosys attributes the largest share of cell area to sky130_fd_sc_hd__fa_1 22%, sky130_fd_sc_hd__ha_1 18%, sky130_fd_sc_hd__dfrtp_1 17%. Per the Yosys statistics, synthesis produced 1954 cells. The tools report the total net switching power as 0.00641 W. The count of nets left with antenna violations once routing finished came out at 0. The run gives 0 as the total congestion overflow after global routing. The type of origin of the critical path is a flip-flop. TritonCTS built the clock tree.

After detailed routing, the number of remaining DRC violations is 0. The tree built by TritonCTS fans out to 130 sinks. The kind of cell with the highest combined delay on the critical path was adder cells.

According to the Yosys statistics, the synthesized design has a chip area of 18700 um2. The design internal power came out at 0.00606 W. Using the TritonRoute via totals, the vias-per-cell ratio works out to 5.07. Per Yosys stat, the portion of area used by sequential elements is 17.4%. The floorplan report gives the top-level pin count as 410.

In the floorplan report the effective utilization is 40.9%. The most common logic cells in the final layout are 405 x sky130_fd_sc_hd__clkdlybuf4s50_1, 269 x sky130_fd_sc_hd__ha_1, 209 x sky130_fd_sc_hd__fa_1. The average instance in the mapped netlist occupies 9.59 um2. The most numerous logic cell after layout was sky130_fd_sc_hd__clkdlybuf4s50_1. Per the post-CTS timing run, clock transition at the registers of the reported paths is 0.06 ns. After detailed routing, the average wire length per cell comes to 15.6 um.

As logged by OpenROAD, the buffers inserted on ports number 407. The number of different library cells used by synthesis comes to 68. The final timing report lists a hold violation count of 0.

The type of the tightest min-delay check is flip-flop to flip-flop. Before any placement, the netlist area is recorded as 18700 um2. The ratio of final minimum period to clock period came out at 86.1%. The startpoint-to-endpoint class of the critical path was flip-flop to flip-flop.

Looking at the VDD voltage map, the peak drop is 0.742 mV. The tools report the worst path arrival time as 6.64 ns. The cell type with the highest aggregate area in the netlist is sky130_fd_sc_hd__fa_1. The tools report the cell at the root of the clock tree as sky130_fd_sc_hd__clkbuf_16. The final tally of max-slew violations is 0, and the number of gates resized after cts is 0.

The pre-antenna-repair detailed-routing pass consisted of 7 iterations. Synthesis-to-finish area growth: 28.6%. The max-slew check reports its worst relative slack as 42.6%.

In this run the horizontal extent of the chip is 218 um. After the first detailed-routing iteration, the DRC count stood at 719. Looking at the power breakdown, the clock network takes 6.6% of the total. The largest fanout on the critical path is 6. The run gives 0 as the number of violations of the max-capacitance limit. Via count of the first global-routing pass: 14934. The cell sequence reported for the critical path is ha_1 > fa_1 > a211oi_2 > nor2_1 > o41a_1 > o21ai_0 > nand2b_1 > a21oi_1 > xnor2_1 > fa_1 > fa_1 > inv_1 > fa_1 > inv_1 > ha_1 > a21o_1 > a221oi_1 > a2bb2oi_1 > o311ai_0 > a21oi_1 > o21ai_0 > mux2i_1.

The switching portion of total power comes to 51.4%. For reference, the placement row count at floorplan is 78. The tools report the achievable clock frequency as 157 MHz. Setup repair after global routing left no endpoint under its margin. Number of enable-type register cells in the synthesized netlist: 0. The run gives 0.573 ns for the minimum hold slack.

The tool warning count for the run is 33. For the finished layout, the period the worst path requires is 6.37 ns. The run gives 0 for the number of buffers added for setup after CTS. The initial antenna violation count came out at 3. Number of buffers between clock root and the deepest sink: 2. For the largest net degree at the start of global routing, the log shows 74.
==> stage by stage <==
step / power [W] / instances / setup slack, ns / instance area (um2) / util (%)
floorplan: 0.00905 / 1954 / 1.78 / 18700 / -
global placement: 0.0115 / 2946 / 0.945 / 23500 / 51.4
detailed placement: 0.0115 / 2946 / 0.893 / 23500 / 51.4
CTS: 0.0125 / 2978 / 1.01 / 24100 / 52.6
global route: 0.0140 / 2981 / 0.507 / 24100 / 52.7
finish: 0.0125 / 2981 / 1.03 / 24100 / 52.7
==> power by group through the flow <==
stage | clock, W | combinational (W) | sequential [W]
4_1_cts | 0.000842 | 0.0105 | 0.00117
5_1_grt | 0.000868 | 0.0120 | 0.00119
6_report | 0.000819 | 0.0105 | 0.00115
==> sequential cells by signal, summed over array words and instances (netlist names) <==
signal / flops
gauss1d_inst_1.out_event_value: 18
out_event_value: 22
gauss1d_inst_3.out_event_value: 18
gauss1d_inst_4.out_event_value: 18
gauss1d_inst_2.out_event_value: 18
gauss1d_inst_0.out_event_value: 18
gauss1d_inst_2.out_event_valid: 1
out_event_addr: 16
out_event_valid: 1
==> final cells by class <==
cell class              count  area, um2
clock inverters            14        146
fillers                  4059      21700
clock buffers              18        439
multi-input cells        1647      14800
inverters                 159        597
flip-flops and latches    130       3250
well taps                 600        751
diodes                      3       7.51
repair buffers            410       4090
==> worst register-to-register path: stages (launching register included) <==
cell and delay (ns):
sky130_fd_sc_hd__dfrtp_1 0.43, sky130_fd_sc_hd__ha_1 0.25, sky130_fd_sc_hd__fa_1 0.43, sky130_fd_sc_hd__a211oi_2 0.23, sky130_fd_sc_hd__nor2_1 0.10, sky130_fd_sc_hd__o41a_1 0.37, sky130_fd_sc_hd__o21ai_0 0.18, sky130_fd_sc_hd__nand2b_1 0.07
sky130_fd_sc_hd__a21oi_1 0.17, sky130_fd_sc_hd__xnor2_1 0.26, sky130_fd_sc_hd__fa_1 0.52, sky130_fd_sc_hd__fa_1 0.53, sky130_fd_sc_hd__inv_1 0.06, sky130_fd_sc_hd__fa_1 0.49, sky130_fd_sc_hd__inv_1 0.04, sky130_fd_sc_hd__ha_1 0.38
sky130_fd_sc_hd__a21o_1 0.20, sky130_fd_sc_hd__a221oi_1 0.40, sky130_fd_sc_hd__a2bb2oi_1 0.22, sky130_fd_sc_hd__o311ai_0 0.18, sky130_fd_sc_hd__a21oi_1 0.24, sky130_fd_sc_hd__o21ai_0 0.14, sky130_fd_sc_hd__mux2i_1 0.33
==> cell families (layout without fill, tap and decap cells) <==
family / after synthesis / count (layout) / synth area share (%)
simple gates: 459 / 459 / 11.8
fa+ha+maj: 478 / 478 / 40.3
flops: 130 / 130 / 17.4
compound gates: 524 / 524 / 18.3
mux: 5 / 5 / 0.267
other cells: 0 / 3 / 0
xor+xnor: 181 / 181 / 8.46
buf+inv: 177 / 601 / 3.57
==> routing by layer <==
layer  vias up  share of wire, %  track usage, %
met3        19               5.8            4.28
met4         0              0.89            1.82
met2       340                48            32.7
met1      7037                46            30.4
li1       7715                 -               -
met5         -                 0               0
==> synth_stat cells, types with 9 or more instances <==
cell                       count
sky130_fd_sc_hd__a211oi_1     37
sky130_fd_sc_hd__a21o_1       77
sky130_fd_sc_hd__a21oi_1     139
sky130_fd_sc_hd__a31oi_1      16
sky130_fd_sc_hd__and2_1       47
sky130_fd_sc_hd__and3_1       13
sky130_fd_sc_hd__clkbuf_1     16
sky130_fd_sc_hd__dfrtp_1     130
sky130_fd_sc_hd__fa_1        209
sky130_fd_sc_hd__ha_1        269
sky130_fd_sc_hd__inv_1       159
sky130_fd_sc_hd__nand2_1      71
sky130_fd_sc_hd__nand2b_1     22
sky130_fd_sc_hd__nand3_1      23
sky130_fd_sc_hd__nand4_1      14
sky130_fd_sc_hd__nor2_1      177
sky130_fd_sc_hd__nor2b_1      17
sky130_fd_sc_hd__nor3_1       34
sky130_fd_sc_hd__o211ai_1      9
sky130_fd_sc_hd__o21a_1       28
sky130_fd_sc_hd__o21ai_0     115
sky130_fd_sc_hd__o21bai_1     22
sky130_fd_sc_hd__o31ai_1       9
sky130_fd_sc_hd__or3_1        14
sky130_fd_sc_hd__xnor2_1     117
sky130_fd_sc_hd__xor2_1       64
==> path summary, 6_finish.rpt <==
path,slack (ns),from,endpoint,cells past startpoint
hold / removal,0.57,gauss1d_inst_4.out_event_value[0],out_event_value[0],2
setup reg to reg,1.03,gauss1d_inst_2.out_event_value[0],out_event_value[21],22
hold reg to reg,0.57,gauss1d_inst_4.out_event_value[0],out_event_value[0],2
setup / recovery,1.03,gauss1d_inst_2.out_event_value[0],out_event_value[21],22
max in group asynchronous,5.16,rst_n,out_event_value[17],2
min in group asynchronous,1.06,rst_n,out_event_value[0],1
No activity file was given, so power comes from the tool's default toggle rates.
